[constraint.sdc]
current_design pc_reg

set clk_period 1.5
set clk_io_pct 0.2

create_clock -name clk0 -period $clk_period [get_ports {CLK}]

set non_clock_inputs [all_inputs -no_clocks]
set_input_delay [expr $clk_period * $clk_io_pct] -clock clk0 $non_clock_inputs
set_output_delay [expr $clk_period * $clk_io_pct] -clock clk0 [all_outputs]
[design.v]
`timescale 1ns / 1ps
module pc_reg(
    input [7:0] PCnew,
    output [7:0] PC,
    input WE,
	 input RST,
	 input CLK
    );
reg [7:0] PCinternal;
always @(posedge CLK)
begin
	if (RST)
	PCinternal <= 8'b1;
	if (WE) 		
	PCinternal <= PCnew;
end
assign PC =PCinternal;
endmodule
[config.mk]
export PLATFORM = sky130hd
export DESIGN_NAME = pc_reg
export DESIGN_NICKNAME = pc_reg
export VERILOG_FILES = /design/flow/design.v
export SDC_FILE = /design/flow/constraint.sdc
export NUM_CORES = 4
export LEC_CHECK = 1
export CORE_AREA = 10 10 70 70
export DIE_AREA = 0 0 80 80
[run.sh]
#!/bin/bash
# OpenROAD 26Q1-2900-gdf79404cd8, Yosys 0.63+post, stock flow scripts
make -C /OpenROAD-flow-scripts/flow DESIGN_CONFIG=/design/flow/config.mk WORK_HOME=/design/flow/orfs finish
==> results.sh <==
# yosys + openroad results
export IMPL_ys_area_sq_um=305.3
export IMPL_clk_pin_slew_ps=50
export IMPL_p_int_uw=422.7
export IMPL_num_fill_cells=402
export IMPL_min_period_ps=1341
export IMPL_period_used_pct=89.41
export IMPL_ys_ff=8
export IMPL_end_kind="output pin"
export IMPL_cpMaxStageDelayCell="clkdlybuf4s50_1"
export IMPL_p_leak_nw=0.1997
export IMPL_track_usage_pct=1.873
export IMPL_pre_cts_slack_ps=102.1
export IMPL_largest_register="PCinternal"
export IMPL_clock_fmax_mhz=745.6
export IMPL_worstSetupPathType="flop to output pin"
export IMPL_ios=19
export IMPL_layout_top_cells="18 x clkdlybuf4s50_1, 8 x edfxtp_1, 7 x and2_2"
export IMPL_p_comb_share_pct=15.3
export IMPL_setup_ws_ps=158.8
export IMPL_drcViolationCount=0
export IMPL_cts_setup_buffers=0
export IMPL_max_cap_viol_count=0
export IMPL_drtIter0Drc=0
export IMPL_first_global_vias=227
export IMPL_crit_buf_inv=1
export IMPL_slew_violations=0
export IMPL_drt_total_wl_microns=677
export IMPL_grt_overflow=0
export IMPL_coreArea_sq_um=3416
export IMPL_via_count=200
export IMPL_required_ps=1200
export IMPL_drive_gt1_share_pct=28.21
export IMPL_hp_class="input port to flop"
export IMPL_antenna_cells=0
export IMPL_cts_hold_buffers=0
export IMPL_sequentialPowerShare_pct=54.6
export IMPL_cts_root_buf="clkbuf_4"
export IMPL_hold_path_depth=2
export IMPL_gp_congestion=0.6964
export IMPL_clkSinkCount=8
export IMPL_grt_max_degree=9
export IMPL_powerDensity_nw_per_um2=878.7
export IMPL_yosys_warnings=1
export IMPL_cts_inserted_buffers=3
export IMPL_ctsResizeCount=0
export IMPL_die_width_microns=80
export IMPL_largestRegisters="PCinternal x8"
export IMPL_stdcell_area_sq_um=573.1
export IMPL_rows=21
export IMPL_min_from="PCnew[0]"
export IMPL_crit_family="buffers and inverters"
export IMPL_switching_share_pct=16.06
export IMPL_synthesis_area_sq_um=305.3
export IMPL_critPathArrivalTime_ps=1040
export IMPL_ir_drop_uv=257.9
export IMPL_ys_seq_share_pct=78.69
export IMPL_power_share_clock_pct=30.1
export IMPL_firstDrtPassIters=1
export IMPL_ant_nets=0
export IMPL_wl_per_cell_microns=7.965
export IMPL_placed_cell_area_sq_um=550.5
export IMPL_max_slew_margin_rel_pct=79.75
export IMPL_critPathLaunchType="flop"
export IMPL_avgSynthCellArea_sq_um=17.96
export IMPL_via_per_inst=2.353
export IMPL_areaGrowthSynthToFinish_pct=87.70
export IMPL_grt_first_pass_wirelength_microns=903
export IMPL_die_area_sq_um=6400
export IMPL_status="finished, final reports clean"
export IMPL_holdPathEnd="PCinternal[0]"
export IMPL_htreeDepth=1
export IMPL_max_stage_delay_ps=470
export IMPL_largest_reg_flops=8
export IMPL_warning_count=25
export IMPL_chipHeight_microns=80
export IMPL_rsz0062_at_grt="false"
export IMPL_mostFrequentLayoutCell="clkdlybuf4s50_1"
export IMPL_antenna_found_initial=0
export IMPL_worstPathCellList="clkdlybuf4s50_1"
export IMPL_setup_violations=0
export IMPL_synthCells=17
export IMPL_worstPathMaxFanout=1
export IMPL_io_buffers=18
export IMPL_fin_tns_setup_ps=0
export IMPL_tightest_slew_ps=303.8
export IMPL_switchingPower_uw=80.89
export IMPL_fp_utilization_pct=8.938
export IMPL_clock_path_buffers=2
export IMPL_hold_viol_final=0
export IMPL_ys_cells=17
export IMPL_synth_cell_types=4
export IMPL_cts_tree="built"
metrics by stage:
stage | utilization [%] | total power [mW] | std cells | hold slack, ps
floorplan | - | 0.2854 | 17 | 449.2
global placement | 16.12 | 0.3589 | 82 | 943.5
detailed placement | 16.12 | 0.3597 | 82 | 946.2
CTS | 16.78 | 0.5166 | 85 | 686.8
global route | 16.78 | 0.5197 | 85 | 720.5
finish | 16.78 | 0.5035 | 85 | 693.4
cell families (layout without fill, tap and decap cells):
logic type,after synthesis,in the layout,synth area share [%]
buf+inv,0,22,0
simple gates,9,9,21.31
flops,8,8,78.69
cells in the mapped netlist:
cell      number  area [sq um]
edfxtp_1       8         240.2
and2_2         7         52.55
nand2b_1       1         6.260
or2_1          1         6.260
metal layers:
| metal | vias up | wire (microns) | global-route usage (%) |
|---|---|---|---|
| met5 | - | 0 | 0 |
| met4 | 0 | 9 | 0.7042 |
| met3 | 2 | 60 | 1.023 |
| met2 | 13 | 376 | 3.772 |
| met1 | 82 | 231 | 1.372 |
| li1 | 103 | - | - |
worst max path at each step:
stage | from | to | slack [ps] | cells after the start
5_1_grt | PCinternal[1] | PC[1] | 110 | 1
6_report | PCinternal[4] | PC[4] | 160 | 1
4_1_cts | PCinternal[4] | PC[4] | 130 | 1
final cells by class:
type	count	area, sq um	area share (%)
clock buffers	3	22.52	3.930
multi-input cells	9	65.06	11.35
flip-flops and latches	8	240.2	41.92
well taps	46	57.56	10.04
repair buffers	19	187.7	32.75
power groups by stage:
stage | Sequential (mW) | Combinational, mW | Clock, mW
final | 0.275 | 0.0772 | 0.152
after global routing | 0.278 | 0.0824 | 0.160
after CTS | 0.276 | 0.0799 | 0.161
Power and IR drop assume default switching activity.
